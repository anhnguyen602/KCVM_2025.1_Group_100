**flow/config.mk**
```make
export PLATFORM = sky130hd
export DESIGN_NAME = fifo
export DESIGN_NICKNAME = fifo
export VERILOG_FILES = /design/flow/design.v
export SDC_FILE = /design/flow/constraint.sdc
export NUM_CORES = 4
export LEC_CHECK = 1
export CORE_UTILIZATION = 30
```
**flow/constraint.sdc**
```tcl
current_design fifo

set clk_period 3.9
set clk_io_pct 0.2

create_clock -name clk0 -period $clk_period [get_ports {clk}]

set non_clock_inputs [all_inputs -no_clocks]
set_input_delay [expr $clk_period * $clk_io_pct] -clock clk0 $non_clock_inputs
set_output_delay [expr $clk_period * $clk_io_pct] -clock clk0 [all_outputs]
```
**flow/design.v**
```verilog
module fifo #(
    parameter WIDTH =16,
    parameter LENGTH =8
)(
    input clk,
    input reset_n,
    input write_en,
    input read_en,
    input [WIDTH-1:0] data_in,
    output   full,
    output   empty,
    output  [WIDTH-1:0] data_out
);
    reg [WIDTH-1:0] register [LENGTH-1:0];
    reg [$clog2(LENGTH)-1:0] pointer_in_next;
    reg [$clog2(LENGTH)-1:0] pointer_out_next;
    reg [$clog2(LENGTH)-1:0] pointer_in;
    reg [$clog2(LENGTH)-1:0] pointer_out;
assign empty = (pointer_in == pointer_out);
assign full = (pointer_in == (pointer_out-1));
always @(write_en or full or pointer_in) begin 
        if(write_en & ~full) begin
            pointer_in_next = pointer_in +1;
        end
        else begin
            pointer_in_next = pointer_in;
        end
end
always @(read_en or empty or pointer_out) begin
    if(read_en & ~empty) begin
            pointer_out_next = pointer_out + 1;
        end
        else begin
            pointer_out_next = pointer_out;
        end
end
always @(posedge clk, negedge reset_n) begin
        if(~reset_n) begin
            pointer_in <= 4'h0;
            pointer_out <= 4'h0;
        end
        else begin
            pointer_in <= pointer_in_next;
            pointer_out <= pointer_out_next;
            if(write_en) begin
               register[pointer_in] <= data_in;
            end
            else begin
                register[pointer_in] <= register [pointer_in];
            end
        end
end
assign data_out = (read_en)? register [pointer_out]: 'h0;
endmodule
```
**flow/run.sh**
```bash
#!/bin/bash
# OpenROAD 26Q1-2900-gdf79404cd8, Yosys 0.63+post, stock flow scripts
make -C /OpenROAD-flow-scripts/flow DESIGN_CONFIG=/design/flow/config.mk WORK_HOME=/design/flow/orfs finish
```
==> out/qor.yml <==
clock_tree:
  clk_latency_ns: 0.42
  ctsLongestPathBuffers: 2
  cts_tree: "done"
  cts_hold_buf: 0
  path_clk_slew_ns: 0.05
  clock_sinks: 134
  numCtsBuffers: 17
  htree_levels: 4
  ctsRootBufferMaster: "clkbuf_16"
grt:
  busiest_layer: "met2"
  grt_pass1_vias: 4789
  antenna_found_initial: 0
  grtUsageTotal_pct: 17.53
  grt_overflow: 0
  met2_usage_pct: 27.45
  use_met3_pct: 9.286
  met1_usage_pct: 21.92
  grt_max_degree: 34
  grt_pass1_wl_um: 27170
drt:
  drc: 0
  diodes: 0
  ant_nets: 0
  vias: 4436
  wl_per_cell_um: 22.16
  wirelength_um: 17610
  drtPass1Iterations: 5
  viasPerCell: 5.580
  first_iter_violations: 369
placement:
  placed_area_um2: 7216
  routabilityCongestion: 0.8675
  dp_hpwl_um: 11380
  port_buffers: 37
  pre_cts_ws_ns: 0.6009
critical_path:
  required_ns: 3.12
  worstSetupEndpointType: "primary output"
  critPathTopFamily: "buffers and inverters"
  path_cells: "inv_1, ha_1, and2_1, nand2b_1, buf_4, o21ai_0, a31oi_1, clkdlybuf4s50_1"
  slowest_stage: "clkdlybuf4s50_1"
  worst-path-buf-inv: 3
  critPathArrivalTime_ns: 2.89
  path_class: "reg2out"
  cp-start-kind: "flip-flop"
  max_stage_delay_ns: 0.54
  cp_max_fo: 14
synth:
  ys_cells: 469
  flop_cell: "edfxtp_1"
  synth_seq_share_pct: 61.27
  ys_warn_count: 2
  synth-edff-count: 128
  yosys_area_um2: 6519
  ys_types: 44
  avgSynthCellArea_um2: 13.90
  synth_area_um2: 6519
  synth_cells: 469
  ys.flops: 134
  async_reset_ff_share_pct: 4.478
final_timing:
  timing.final.ws_setup_ns: 0.2298
  slew-limit-headroom_pct: 43.43
  worst_pin_slew_ns: 0.8414
  rsz0062_at_grt: "no"
  finalMaxSlewViolations: 0
  setup_violations: 0
  finalCriticalPeriod_ns: 3.670
  tns_ns: 0
  finalCritPeriodShare_pct: 94.11
  hold_viol_final: 0
  fmax_mhz: 272.5
  finalClockSkew_ns: 0.006363
layout:
  final_common_cell: "edfxtp_1"
  final_cell_area_um2: 7720
  drive_gt1_share_pct: 19.62
  final_util_pct: 36.49
  layout_top_cells: "edfxtp_1, clkdlybuf4s50_1, buf_4"
  syn2layout_area_growth_pct: 18.43
pwr:
  p_total_uw: 6785
  vdd_drop_max_v: 0.0003624
  leakagePower_uw: 0.002538
  power.density_nw_per_um2: 878.9
min_path:
  hold_class: "reg2reg"
outcome:
  outcome: "finished, final reports clean"
die:
  core-area_um2: 21150
  die_x_um: 149.4
  die_h_um: 149.4
  rows: 53
  die-area_um2: 22320
  initial_core_util_pct: 30.82
  pin_count: 38
flow_run:
  max_cap_viol_count: 0
  warnings: 34
## layer usage
metal  part of all wire (%)  wire length (um)  vias to the layer above
met5                      0                 0                        -
met2                     48              8418                      238
li1                       -                 -                     2004
met3                     11              1928                       30
met1                     39              6808                     2164
met4                    2.6               459                        0
## power by group
part / internal, uW / total [uW] / switching [uW] / leakage, uW
Sequential: 2090 / 2270 / 180 / 0.00124
Clock: 850 / 1380 / 527 / 0.000243
Combinational: 1290 / 3140 / 1860 / 0.00106
## final timing paths
check	start	to	slack, ns	depth (start not counted)
min	pointer_in[0]	pointer_in[0]	0.58	1
max	pointer_out[0]	data_out[15]	0.23	8
min in group asynchronous	reset_n	pointer_out[1]	0.71	1
min reg2reg	pointer_in[0]	pointer_in[0]	0.58	1
max reg2reg	pointer_in[2]	register[3][4]	0.79	6
max in group asynchronous	reset_n	pointer_out[2]	2.80	1
## cells in the mapped netlist (all sizes together) (2+ instances only)
library cell  count  area share, %
and3              7           0.67
buf              25            2.5
and2              7           0.67
clkbuf           19            1.1
nor2             16           0.92
nor3b            15            2.4
a221oi           27            3.6
a22oi            15            1.7
o21ai            16            1.2
a32oi             8            1.1
nand2b            3           0.29
nor2b             6           0.69
inv               6           0.35
o31ai            17            2.9
dfrtp             6            2.3
a31oi            12            1.2
xnor2             5           0.67
ha               13            2.5
mux2             24            4.1
nor4              2           0.42
a21oi            20            1.6
a22o             17            2.3
mux2i             2           0.31
edfxtp          128             59
nand2            28            1.6
a222oi           19            2.9
## sequential cells by signal (all words and copies together), names as in the netlist
name         count
register       128
pointer_in       3
pointer_out      3
## per-stage QoR
stage | hold slack (ns) | cells
2_1_floorplan | 0.4844 | 469
3_3_place_gp | 0.5552 | 767
3_5_place_dp | 0.5808 | 767
4_1_cts | 0.5838 | 795
5_1_grt | 0.6175 | 795
6_report | 0.5811 | 795
## what timing repair did
item | 4_1_cts | 5_1_grt
buffers inserted | 0 | 0
setup endpoints to repair | 0 | 3
resized | 0 | 2
## area by class of cell
type / instances / area, um^2
Clock buffer: 21 / 440.4
Clock inverter: 7 / 60.06
Fill cell: 1931 / 13430
Inverter: 6 / 22.52
Multi-Input combinational cell: 285 / 2267
Sequential cell: 134 / 3995
Tap cell: 275 / 344.1
Timing Repair Buffer: 67 / 590.6
## cells by family (layout without fill, tap and decap cells)
| kind of cell | count (synthesis) | after routing | synth area share, % |
|---|---|---|---|
| mux | 26 | 26 | 4.453 |
| buf+inv | 50 | 101 | 3.992 |
| simple gates | 87 | 87 | 8.100 |
| flops | 134 | 134 | 61.27 |
| compound gates | 153 | 153 | 18.89 |
| fa+ha+maj | 13 | 13 | 2.495 |
| xor+xnor | 6 | 6 | 0.8061 |
Power and IR drop assume default switching activity.
