[flow/run.sh]
#!/bin/bash
# OpenROAD 26Q1-2900-gdf79404cd8, Yosys 0.63+post, stock flow scripts
make -C /OpenROAD-flow-scripts/flow DESIGN_CONFIG=/design/flow/config.mk WORK_HOME=/design/flow/orfs finish
[flow/config.mk]
export PLATFORM = sky130hd
export DESIGN_NAME = sub_nbit
export DESIGN_NICKNAME = sub_nbit
export VERILOG_FILES = /design/flow/design.v
export SDC_FILE = /design/flow/constraint.sdc
export NUM_CORES = 4
export LEC_CHECK = 1
export CORE_AREA = 10 10 70 70
export DIE_AREA = 0 0 80 80
[flow/design.v]
module full_adder (
    input a, b, cin,
    output sum, cout
);
    assign sum = (a ^ b) ^ cin;
    assign cout = (a & b) | (cin & (a ^ b));
endmodule
module sub_nbit #(
    parameter n = 8
) (
    input  signed [n-1:0] a, b,
    output signed [n:0] sum
);
    wire [n:0] carry;    
    assign carry[0] = 1'b0;
    wire signed [n-1:0] b_sub;
    assign b_sub = ~b + 1'b1;
    genvar i;
    generate
        for (i = 0; i < n; i = i + 1) begin : add
            full_adder fa (
                .a(a[i]),
                .b(b_sub[i]),
                .cin(carry[i]),
                .sum(sum[i]),
                .cout(carry[i+1])
            );
        end
    endgenerate
    assign sum[n] =  a[n-1] ^ b_sub[n-1] ^ carry[n];  
endmodule
module add_nbit #(
    parameter n = 8
) (
    input  signed [n-1:0] a, b,
    output signed [n:0] sum
);
    wire [n:0] carry;    
    assign carry[0] = 1'b0;
    genvar i;
    generate
        for (i = 0; i < n; i = i + 1) begin : add
            full_adder fa (
                .a(a[i]),
                .b(b[i]),
                .cin(carry[i]),
                .sum(sum[i]),
                .cout(carry[i+1])
            );
        end
    endgenerate
    assign sum[n] =  a[n-1] ^ b[n-1] ^ carry[n];  
endmodule
[flow/constraint.sdc]
current_design sub_nbit

set clk_period 8.7
set clk_io_pct 0.2

create_clock -name clk0 -period $clk_period

set non_clock_inputs [all_inputs -no_clocks]
set_input_delay [expr $clk_period * $clk_io_pct] -clock clk0 $non_clock_inputs
set_output_delay [expr $clk_period * $clk_io_pct] -clock clk0 [all_outputs]
==> notes.org <==
#+TITLE: Implementation results

** Global route
- Congestion Overflow GR :: 0
- Total global routing track utilization :: 2.99%
- Initial antenna violation count :: 0
- Vias in the first global route :: 379
- Entering global routing, the biggest net connects 5 pins.
- The first global-routing pass estimated 1.58 mm of wire.

** Hold path
- Number of cells on the worst hold path :: 3
- STA reports the tightest min-delay check as being of type in2out.
- Worst Min Path Start :: a[0]
- Endpoint of the worst hold path :: sum[0]

** Final layout
- Of the cells placed in the final design, the portion with a size suffix greater than 1 is 4.41%.
- Counting the fill cells in the layout gives 390.
- Fin cells :: 114
- Clock buffer instance count of the final layout :: 0
- The area growth from synthesis to layout is 58.1%.
- Final core area utilization :: 19.7%
- The sequential cells in the finished layout cover a total of 0 sq um.
- Flip-flops :: 0
- Most frequent logic cell in the layout :: sky130_fd_sc_hd__clkdlybuf4s50_1
- Commonest cells after routing, fill and taps aside :: sky130_fd_sc_hd__clkdlybuf4s50_1 (25), sky130_fd_sc_hd__inv_1 (18), sky130_fd_sc_hd__fa_1 (8)

** Final timing
- Pin slew with the least headroom to its limit :: 200 ps
- In this build the clock could be raised as far as 0.129 GHz.
- The final timing report derives a shortest allowable period of 7760 ps.
- RSZ-0062 raised after global routing :: no
- Endpoints with negative setup slack in the final report add up to 0.
- Fin. Hold Viols :: 0
- Final WS setup :: 941 ps
- Number of pins exceeding their max-slew limit in the final report :: 0
- The max-slew check reports its worst relative slack as 86.6%.
- Adding up every negative setup slack in the final design gives 0 ps.
- Fin crit share :: 89.2%

** Clock network
- Once the clock tree was built, the setup fixing pass inserted 0 buffers.
- Post-CTS repair changed the size of 0 cells.
- The post-CTS hold buffer count recorded in the log is 0.

** Pwr
- In this run the static leakage power is 0.310 nW.
- In this run the VDD rail shows a maximum IR drop of 0.0000106 V.
- The script computed a power per unit cell area of 60.1 nW/um^2.

** Floorplan
- Height of the chip :: 80 um
- The floorplan step set the die width to 80 um.
- Row generation in the floorplan step produced 21 rows.
- Before placement the cells fill 12.5% of the core.
- Area of the core region :: 3420 sq um
- In this run the full chip footprint comes out at 6400 sq um.
- Pin placement for this block handled 25 I/O pins.

** Setup path
- CP peak stage delay :: 520 ps
- Data required time at the worst endpoint :: 6960 ps
- Data arrives at the worst endpoint at 6020 ps.
- The report lists the cells along the critical path as clkdlybuf4s50_1, inv_1, ha_1, inv_1, fa_1, fa_1, fa_1, fa_1, fa_1, fa_1, fa_1, inv_1, clkdlybuf4s50_1.
- Startpoint types :: input pin
- The worst setup path is of the in2out kind.
- CP max stage cell :: sky130_fd_sc_hd__clkdlybuf4s50_1
- Crit path buffers/inverters :: 5
- Per STA, the worst path accumulates the most delay in the family adder cells.
- The worst setup path is captured at an output port.
- Critical path peak fanout :: 4
- Most prevalent standard cell on the critical path :: sky130_fd_sc_hd__fa_1
- OpenSTA lists the critical path startpoint as b[0].

** Synthesis
- For this run, the register share of the synthesized area comes to 0%.
- Summing every instance area after synthesis gives 427 sq um.
- For reference, the post-synthesis area per instance comes to 8.37 sq um.
- The synthesized netlist contains 12 unique library cells.
- YS warnings :: 0
- Cell total in the yosys stat output :: 51
- Yosys stat area :: 427 sq um
- Number of cells produced by synthesis :: 51

** Route
- Final antenna diode count :: 0
- First DRT Iteration DRCs :: 4
- The routed layout has 325 vias.
- Per the post-route antenna check, the number of violating nets is 0.
- Post-detailed-route DRC marker count :: 0
- Ratio of routed vias to standard cells :: 2.85
- Wirelength per Cell :: 8.32 um
- The first TritonRoute pass finished after 2 iterations.
- Per the detailed-route log, wirelength across all metal layers totals 949 um.

** Placed design
- Final weighted congestion of routability-driven global placement :: 0.668
- Pre-CTS worst setup slack :: 910 ps
- Number of cells after detailed placement :: 114
- Tally of buffers added on design ports :: 25
- Dpl hpwl :: 960 um

** Job
- Max-Cap Viols :: 0
- Across all stage logs, warnings added up to 34.

** Status
- The run finished with clean final reports.
-- Yosys cell counts --
| cell | instances | share of area (%) |
|---|---|---|
| sky130_fd_sc_hd__xnor2_1 | 2 | 4.1 |
| sky130_fd_sc_hd__or4_4 | 2 | 5.3 |
| sky130_fd_sc_hd__nand2_1 | 2 | 1.8 |
| sky130_fd_sc_hd__buf_4 | 8 | 14 |
| sky130_fd_sc_hd__xor2_1 | 3 | 6.2 |
| sky130_fd_sc_hd__inv_1 | 18 | 16 |
| sky130_fd_sc_hd__nand3_1 | 1 | 1.2 |
| sky130_fd_sc_hd__ha_1 | 2 | 5.9 |
| sky130_fd_sc_hd__fa_1 | 8 | 38 |
| sky130_fd_sc_hd__o31ai_1 | 1 | 1.8 |
| sky130_fd_sc_hd__xnor2_2 | 1 | 3.8 |
| sky130_fd_sc_hd__nor2_1 | 3 | 2.6 |
-- cells by family (layout without fill, tap and decap cells) --
logic type	Yosys count	after routing	synth area share (%)
and+or+nand+nor	8	8	10.8
buffers and inverters	26	43	29.9
xor gates and xnor gates	6	6	14.1
AOI/OAI and AO/OA	1	1	1.76
adders and majority gates	10	10	43.4
-- worst min-delay path: cells and delay by family --
family                     cells  cell delay [ps]
buffers and inverters          2              920
adders and majority gates      1              130
-- layer usage --
| layer | vias to the layer above | global-route usage, % | wire, um |
|---|---|---|---|
| li1 | 168 | - | - |
| met1 | 148 | 2.65 | 288 |
| met2 | 9 | 6.50 | 567 |
| met3 | 0 | 0.909 | 93 |
| met4 | 0 | 0 | 0 |
| met5 | - | 0 | 0 |
-- where the power goes --
part	total (W)	leakage, nW	switching [W]	internal, W
combinational	0.0000405	0.310	0.0000128	0.0000277
clock	0	0	0	0
sequential	0	0	0	0
total	0.0000405	0.310	0.0000128	0.0000277
-- worst max-delay path by stage --
stage             to  cells after the start
CTS           sum[7]                     13
global route  sum[7]                     13
finish        sum[7]                     13
-- final cells by class --
| class | instances | area (sq um) | area share [%] |
|---|---|---|---|
| inverter | 18 | 67.6 | 10.0 |
| multi-input combinational | 25 | 299 | 44.3 |
| tap | 46 | 57.6 | 8.53 |
| timing repair buffer | 25 | 250 | 37.1 |
-- per-stage QoR --
| stage | area, sq um | hold slack (ps) | total power (W) |
|---|---|---|---|
| 2_1_floorplan | 427 | 3590 | 0.0000239 |
| 3_3_place_gp | 674 | 4530 | 0.0000423 |
| 3_5_place_dp | 674 | 4540 | 0.0000424 |
| 4_1_cts | 674 | 4540 | 0.0000425 |
| 5_1_grt | 674 | 4560 | 0.0000474 |
| 6_report | 674 | 4530 | 0.0000405 |
Power and IR drop assume default switching activity.
